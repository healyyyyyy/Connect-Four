File: design/flow/design.v
module Counter_10bit(clk,h_count,trig_v);
  input clk;
  output [9:0] h_count;
  output trig_v;
  reg [9:0] h_count;
  reg trig_v;
  initial
    begin
      h_count=0;
      trig_v=0;
    end
  always @ (posedge clk)
    begin 
      if (h_count <799)
      	begin
          h_count<=h_count+1;
          trig_v<=0;
        end
      else
        begin
          h_count<=0;
          trig_v<=1;
        end
    end
endmodule
module clk_div(clk,clk_d);
  parameter div_value=1;
  input clk;
  output clk_d;
  reg clk_d;
  reg count;
  initial
    begin
      clk_d=0;
      count=0;
    end
  always @(posedge clk)
    begin
      if (count==div_value)
        count<=0;
      else
        count<=count+1;
    end
  always @(posedge clk)
    begin
      if (count==div_value)
        clk_d<=~clk_d;
    end
endmodule
module pixel_gen(
  input clk_d,
  input [9:0] pixel_x,
  input [9:0] pixel_y,
  input video_on,
  input [11:0] col1,
  input [11:0] col2,
  input [11:0] col3,
  input [11:0] col4,
  input [11:0] col5,
  input [11:0] col6,
  input [11:0] col7,
  input [2:0] A,
  input player_colour,
  output reg [3:0] red=0,
  output reg [3:0] green=0,
  output reg [3:0] blue=0
);
    wire [11:0] col [6:0];
    assign col[6] = col7;
    assign col[5] = col6;
    assign col[4] = col5;
    assign col[3] = col4;
    assign col[2] = col3;
    assign col[1] = col2;
    assign col[0] = col1;
    integer col_num;
    integer row_num1;
    integer row_num2;
    reg occupied;
    reg colour;
  always @(posedge clk_d) begin
    if (pixel_x >=1 && pixel_x <=90)
        col_num = 0;
    else if (pixel_x >=93 && pixel_x <=181)
        col_num = 1;
    else if (pixel_x >=184 && pixel_x <=273)
        col_num = 2;
    else if (pixel_x >=276 && pixel_x <=364)
        col_num = 3;
    else if (pixel_x >=367 && pixel_x <=456)
        col_num = 4;
    else if (pixel_x >=459 && pixel_x <=547)
        col_num = 5;
    else if (pixel_x >=550 && pixel_x <=638)
        col_num = 6;
    else
        col_num = -1;
    if (pixel_y >=1 && pixel_y <= 67) begin
        row_num1 = 0;
        row_num2 = 1;
    end
    else if (pixel_y >=70 && pixel_y <= 136) begin
        row_num1 = 2;
        row_num2 = 3;
    end
    else if (pixel_y >=139 && pixel_y <= 204) begin
        row_num1 = 4;
        row_num2 = 5;
    end
    else if (pixel_y >=207 && pixel_y <= 273) begin
        row_num1 = 6;
        row_num2 = 7;
    end
    else if (pixel_y >=276 && pixel_y <= 341) begin
        row_num1 = 8;
        row_num2 = 9;
    end
    else if (pixel_y >=344 && pixel_y <= 410) begin
        row_num1 = 10;
        row_num2 = 11;
    end
    else begin
        row_num1 = -1;
        row_num2 = -1;
    end
    if (
    (pixel_x ==0) || (pixel_x ==639) ||
    (((pixel_x ==91) || (pixel_x ==92) ||
    (pixel_x ==182) || (pixel_x ==183) ||
    (pixel_x ==274) || (pixel_x ==275) ||
    (pixel_x ==365) || (pixel_x ==366) ||
    (pixel_x ==457) || (pixel_x ==458) ||
    (pixel_x ==548) || (pixel_x ==549)) && (pixel_y >=69)) ||
    (pixel_y ==0) || (pixel_y ==479) ||
    (pixel_y ==68) || (pixel_y ==69) ||
    (pixel_y ==137) || (pixel_y ==138) ||
    (pixel_y ==205) || (pixel_y ==206) ||
    (pixel_y ==274) || (pixel_y ==275) ||
    (pixel_y ==342) || (pixel_y ==343) ||
    (pixel_y ==411) || (pixel_y ==412)
    ) 
      begin
      	red <= 4'hF;
      	green <= 4'hF;
      	blue <= 4'hF;
      end
    else if (video_on && (col_num >= 0 && row_num1 >= 0 && row_num2 >= 0))
      begin
        occupied = col[col_num][row_num2];
        colour = col[col_num][row_num1];
        if (occupied == 1'b0) begin
            red <= (4'h0);
            green <= (4'h0);
            blue <= (4'h0);
        end
        else if (colour == 1'b0) begin
            red <= (4'h0);
            green <= (4'h0);
            blue <= (4'hF);
        end
        else begin
            red <= (4'hF);
            green <= (4'h0);
            blue <= (4'h0);
        end
      end
    else if ((col_num == 0 && A == 3'd0  || col_num == 1 && A == 3'd1 || col_num == 2 && A == 3'd2 || col_num == 3 && A == 3'd3 || col_num == 4 && A == 3'd4 || col_num == 5 && A == 3'd5 || col_num == 6 && A == 3'd6)&& video_on) begin
        if (player_colour) begin
            red <= (4'hF);
            green <= (4'h0);
            blue <= (4'h0);
        end
        else begin
            red <= (4'h0);
            green <= (4'h0);
            blue <= (4'hF);
        end
    end
    else
      begin
        red <= (4'h0);
        green <= (4'h0);
        blue <= (4'h0);
      end
  end
endmodule
module v_Counter(clk,v_enable,v_count);
  input clk;
  input v_enable;
  output [9:0] v_count;
  reg [9:0] v_count;
  initial 
    begin
      v_count=0;
    end
  always @ (posedge clk)
    begin 
      if (v_enable == 1) 
        begin
          if (v_count<524)
            begin
              v_count<=v_count+1;
            end
          else
            begin
              v_count<=0;
            end
        end
    end
endmodule
module vga_controller(clk, A, player_colour, col1, col2, col3, col4, col5, col6, col7, clk_d,h_sync,v_sync,red,green,blue);
  input clk;
  input [2:0] A;
  input player_colour;
  input [11:0] col1;
  input [11:0] col2;
  input [11:0] col3;
  input [11:0] col4;
  input [11:0] col5;
  input [11:0] col6;
  input [11:0] col7;
  output h_sync;
  output v_sync;
  output [3:0] red;
  output [3:0] green;
  output [3:0] blue;
  wire [9:0] h_counts;
  wire [9:0] v_counts;
  output clk_d;
  wire clk_D;
  wire trig_V;
  wire video_ON;
  wire [9:0] X_loc;
  wire [9:0] Y_loc;
  clk_div clock(.clk(clk),.clk_d(clk_D));
  Counter_10bit h_ct(.clk(clk_D),.h_count(h_counts),.trig_v(trig_V));
  v_Counter v1(.clk(clk_D),.v_enable(trig_V),.v_count(v_counts));
  vga_sync vg(.h_count(h_counts),.v_count(v_counts),.h_sync(h_sync),.v_sync(v_sync),.video_on(video_ON),.x_loc(X_loc),.y_loc(Y_loc));
  pixel_gen p1(.clk_d(clk_D),.pixel_x(X_loc),.pixel_y(Y_loc),.video_on(video_ON),.red(red),.green(green),.blue(blue), .col1(col1), .col2(col2), .col3(col3), .col4(col4), .col5(col5), .col6(col6), .col7(col7), .A(A), .player_colour(player_colour));
  assign clk_d=clk_D;
endmodule
module vga_sync(
  input [9:0] h_count,
  input [9:0] v_count,
  output h_sync,
  output v_sync,
  output video_on,
  output [9:0] x_loc,
  output [9:0] y_loc);
  localparam HD = 640;
  localparam HF = 16;
  localparam HB = 48;
  localparam HR = 96;
  localparam VD = 480;
  localparam VF = 10;
  localparam VB = 33;
  localparam VR = 2;
  assign video_on = (h_count<640 && v_count<480);
  assign h_sync = ~(h_count>=656 && h_count<752) ;
  assign v_sync = ~(v_count>=490 && v_count<492) ;
  assign x_loc = h_count;
  assign y_loc = v_count;
endmodule
File: design/flow/run.sh
#!/bin/bash
# OpenROAD 26Q1-2900-gdf79404cd8, Yosys 0.63+post, stock flow scripts
make -C /OpenROAD-flow-scripts/flow DESIGN_CONFIG=/design/flow/config.mk WORK_HOME=/design/flow/orfs finish
File: design/flow/config.mk
export PLATFORM = sky130hd
export DESIGN_NAME = vga_controller
export DESIGN_NICKNAME = vga_controller
export VERILOG_FILES = /design/flow/design.v
export SDC_FILE = /design/flow/constraint.sdc
export NUM_CORES = 4
export LEC_CHECK = 1
export CORE_UTILIZATION = 50
File: design/flow/constraint.sdc
current_design vga_controller

set clk_period 2.0
set clk_io_pct 0.2

create_clock -name clk0 -period $clk_period [get_ports {clk}]

set non_clock_inputs [all_inputs -no_clocks]
set_input_delay [expr $clk_period * $clk_io_pct] -clock clk0 $non_clock_inputs
set_output_delay [expr $clk_period * $clk_io_pct] -clock clk0 [all_outputs]
==> metrics.sh <==
ARRIVAL_NS=1.02
CORE.ROWCOUNT=27
FRACTION_OF_SYNTHESIZED_CELL_AREA_TAKEN_BY_THE_TOP_AREA_CELL_TYPE_PCT=11.2
TIMING.CRITICAL_PATH.CELLS='clkdlybuf4s50_1'
H-TREE-DEPTH=1
CLOCK-SKEW-FINAL_NS=0.00539
AREA_GROWTH_SYN_TO_FIN_PCT=33.0
MAXCLOCKFREQUENCY_MHz=706
ROUTE.DETAILED.WL_PER_INST_UM=17.7
ROUTE.FINAL.WIRE_LENGTH_UM=9340
TOP_AREA_CELL='sky130_fd_sc_hd__edfxtp_1'
FILLERINSTANCES=471
DP_HPWL_UM=7130
CLOCK_TREE.ROOT_CELL='sky130_fd_sc_hd__clkbuf_8'
FINAL_HOLD_VIOL_COUNT=0
FP.DIEAREA_UM2=6200
POWER.LEAKAGE_nW=1.34
YS_TOP_CELLS_BY_AREA='sky130_fd_sc_hd__edfxtp_1 11%, sky130_fd_sc_hd__dfxtp_1 10%, sky130_fd_sc_hd__nor2_1 6.0%'
POST_CTS_HOLD_BUFFER_COUNT=0
NETLIST-CELL-TYPE-COUNT=68
YS_CELLS=387
FINAL-SETUP-VIOL-COUNT=0
OPENROAD.WARNINGS=33
CPMAXSTAGEDELAYCELL='sky130_fd_sc_hd__clkdlybuf4s50_1'
VIOLATION_COUNT_AFTER_THE_FIRST_DETAILED_ROUTE_ITERATION=189
YOSYS.STAT.CHIPAREA_UM2=2940
GRT_FIRST_PASS_WIRELENGTH_UM=14700
SLEW_AT_THE_PIN_CLOSEST_TO_ITS_MAX_SLEW_LIMIT_NS=0.924
TIMING.CRITICAL_PATH.DEPTH=1
DRV_SLEW=0
GRTUSAGETOTAL_PCT=30.6
DRT-PASS1-ITER-COUNT=5
CTS_SETUP_BUFFERS=0
IO_PINS=104
FINALCRITPERIODSHARE_PCT=70.9
TIMING.CRITICAL_PATH.TO_TYPE='output port'
FF2FF_PATH_DEPTH=2
MAX-SLEW-MARGIN-REL_PCT=38.2
DRC=0
CRITICAL_PATH.MAX_FANOUT=2
GRT_MAX_DEGREE=26
POST_CTS_RESIZED=0
UNREPAIRED_SETUP_ENDPOINTS_AFTER_GLOBAL_ROUTING='no'
NUMBER_OF_UNCONSTRAINED_ENDPOINTS=48
CRITPATHKIND='reg -> out'
FF_TYPE='sky130_fd_sc_hd__dfxtp_1'
DRV.MAX_CAP_VIOLATION_COUNT=0
SYNTH-EDFF-COUNT=11
CRIT_FAMILY='buffers and inverters'
VIAS_PER_CELL=6.25
CRITICAL_PATH_REQUIRED_TIME_NS=1.60
CRITPATHMAXSTAGEDELAY_NS=0.47
INSTANCE_TALLY_AFTER_LOGIC_SYNTHESIS=387
NETLIST_AREA_UM2=2940
FIN_TNS_SETUP_NS=0
POWER.IR.VDD_WORST_uV=520
HOLD_SLACK_NS=0.384
ANT_NETS=0
CLK-INSERTION-DELAY-LATE_NS=0.21
YS_ASYNC_SR_FRACTION_PCT=0
DIE-HEIGHT_UM=78.7
SYNTHMOSTINSTANTIATEDCELL='sky130_fd_sc_hd__nor2_1'
BUFS_AND_INVS_ON_WORST_PATH=1
DESIGN.CORE.AREA_UM2=5570
CLK_TRANSITION_REPORTED_PATHS_NS=0.03
DIE.SIZE.X_UM=78.7
SYN-MEAN-INSTANCE-AREA_UM2=7.60
MAX-CLOCK-PATH-BUFFERS=2
FINAL_LAYOUT_SIZE_SUFFIX_GT1_SHARE_PCT=4.60
CTS_BUFFERS=3
GRT_ANTENNA_BEFORE_REPAIR=0
YS.WARNINGS.COUNT=4
TRITONCTS='yes'
VIAS=3306
HOLD_PATH_CLASS='reg -> reg'
INSERTEDDIODECOUNT=0
PLACE.GP.CONGESTION=0.965
YOSYSSEQAREASHARE_PCT=21.4
GRT_OVERFLOW_TOTAL=0
POWER_DENSITY_OF_THE_PLACED_CELLS_nW_PER_UM2=102
STATUS='completed'
NATURE_OF_THE_CRITICAL_PATH_STARTPOINT='register'
INSTANCE_COUNT_ALONG_THE_MOST_CRITICAL_HOLD_PATH=1
FIRST_GLOBAL_VIAS=2956
YS.FLOPS=26
UNCLOCKED_PINS=24
MIN_PERIOD_NS=1.42
SYNTHTOPCELLSBYCOUNT='47 x sky130_fd_sc_hd__nor2_1, 28 x sky130_fd_sc_hd__nand2_1, 16 x sky130_fd_sc_hd__clkbuf_1, 16 x sky130_fd_sc_hd__nand3_1'
FLOORPLAN.INITIALDENSITY_PCT=52.8
IO_BUFFER_COUNT=103
==> per-stage QoR <==
stage	total power, mW	setup slack, ns	util, %	cell area, µm²	std cells
floorplan	0.0539	1.02	-	2940	387
global placement	0.228	0.811	69.4	3870	525
detailed placement	0.230	0.815	69.4	3870	525
CTS	0.403	0.572	70.2	3910	529
global route	0.420	0.550	70.2	3910	529
finish	0.398	0.583	70.2	3910	529
==> path summary, 6_finish.rpt <==
path / endpoint / slack (ns) / from
worst min-delay path: clock.count / 0.38 / clock.count
worst max register to register: clock.clk_d / 1.10 / clock.clk_d
worst max-delay path: clk_d / 0.58 / clock.clk_d
worst min register to register: clock.count / 0.38 / clock.count
==> routing by layer <==
metal | global-route usage (%) | wire length [µm] | share of wire (%)
met1 | 43.5 | 4010 | 43
met2 | 49.5 | 4230 | 45
met3 | 5.37 | 894 | 9.6
met4 | 7.41 | 209 | 2.2
met5 | 0 | 0 | 0
==> cell families after synthesis <==
| family | count (synthesis) | synth area share (%) |
|---|---|---|
| compound gates | 111 | 28.9 |
| xor+xnor | 15 | 4.46 |
| fa+ha+maj | 8 | 3.40 |
| buf+inv | 54 | 9.10 |
| flops | 26 | 21.4 |
| mux | 4 | 1.53 |
| simple gates | 169 | 31.2 |
==> final cells by class <==
class	count	area (µm²)	share of cell area, %
clock buffers	4	45.0	1.15
inverters	15	56.3	1.44
multi-input cells	307	2040	52.3
flip-flops and latches	26	631	16.1
well taps	72	90.1	2.30
repair buffers	105	1050	26.7
==> cells in the final DEF (no fill, tap or decap), types with 3 or more instances in the layout <==
| master | n |
|---|---|
| sky130_fd_sc_hd__nor4_1 | 6 |
| sky130_fd_sc_hd__and4_1 | 3 |
| sky130_fd_sc_hd__nor4b_1 | 3 |
| sky130_fd_sc_hd__and2_1 | 6 |
| sky130_fd_sc_hd__ha_1 | 8 |
| sky130_fd_sc_hd__a211oi_1 | 6 |
| sky130_fd_sc_hd__nor2_1 | 47 |
| sky130_fd_sc_hd__a222oi_1 | 8 |
| sky130_fd_sc_hd__clkdlybuf4s50_1 | 103 |
| sky130_fd_sc_hd__dfxtp_1 | 15 |
| sky130_fd_sc_hd__a221oi_1 | 4 |
| sky130_fd_sc_hd__nand3b_1 | 3 |
| sky130_fd_sc_hd__a41oi_1 | 4 |
| sky130_fd_sc_hd__a2111oi_0 | 4 |
| sky130_fd_sc_hd__clkbuf_8 | 3 |
| sky130_fd_sc_hd__edfxtp_1 | 11 |
| sky130_fd_sc_hd__or3_1 | 4 |
| sky130_fd_sc_hd__nand2b_1 | 4 |
| sky130_fd_sc_hd__o21ai_0 | 14 |
| sky130_fd_sc_hd__or2_2 | 3 |
| sky130_fd_sc_hd__xor2_1 | 5 |
| sky130_fd_sc_hd__a22oi_1 | 13 |
| sky130_fd_sc_hd__o211ai_1 | 4 |
| sky130_fd_sc_hd__o31ai_1 | 3 |
| sky130_fd_sc_hd__nand3_1 | 16 |
| sky130_fd_sc_hd__o221a_2 | 3 |
| sky130_fd_sc_hd__nand4_1 | 9 |
| sky130_fd_sc_hd__a31oi_1 | 9 |
| sky130_fd_sc_hd__and3_1 | 7 |
| sky130_fd_sc_hd__xnor2_1 | 10 |
| sky130_fd_sc_hd__mux2i_1 | 3 |
| sky130_fd_sc_hd__nor3_1 | 7 |
| sky130_fd_sc_hd__inv_1 | 15 |
| sky130_fd_sc_hd__a21oi_1 | 11 |
| sky130_fd_sc_hd__nand2_1 | 28 |
| sky130_fd_sc_hd__nor2b_1 | 10 |
| sky130_fd_sc_hd__a22o_1 | 3 |
==> power breakdown <==
group / total (mW) / internal (mW) / switching, mW / leakage [nW]
sequential: 0.0430 / 0.0430 / 0 / 0.247
combinational: 0.187 / 0.156 / 0.0307 / 1.07
clock: 0.169 / 0.135 / 0.0333 / 0.0228
==> state kept, by name, summed over array words and instances, names as in the netlist <==
register,count
h_ct.h_count,10
v1.v_count,10
clock.clk_d,1
clock.count,1
h_ct.trig_v,1
p1.blue,1
p1.green,1
p1.red,1
Power and IR drop assume default switching activity.
