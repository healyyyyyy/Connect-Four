==> /design/flow/design.v <==
module D_ff(
    input D,
    input clk,
    input reset,
    output reg Q
    );
    always @ (posedge clk or posedge reset) begin
     if(reset==1'b1)begin
        Q = 1'b0; 
     end
     else begin
       Q = D; 
     end
    end 
endmodule
module game_FSM(
    input clk,
    input reset,
    input enter,
    input [1:0] win,
    output change,
    output sel_column
    );
    wire q2;
    wire q1;
    wire d2;
    wire d1;
    wire won;
    assign won = win[1];
    assign d1 = (~q1 & enter) | (q1 & ~enter) | (q2 & ~q1);
    assign d2 = (~q2 & q1 & enter) | (q2 & ~q1 & won) | (q2 & q1 & ~enter);
    D_ff ff1(d1, clk, reset, q1);
    D_ff ff2(d2, clk, reset, q2);
    assign change = q2 & ~q1;
    assign sel_column = ~q2 & q1;
endmodule
==> /design/flow/run.sh <==
#!/bin/bash
# OpenROAD 26Q1-2900-gdf79404cd8, Yosys 0.63+post, stock flow scripts
make -C /OpenROAD-flow-scripts/flow DESIGN_CONFIG=/design/flow/config.mk WORK_HOME=/design/flow/orfs finish
==> /design/flow/config.mk <==
export PLATFORM = sky130hd
export DESIGN_NAME = game_FSM
export DESIGN_NICKNAME = game_FSM
export VERILOG_FILES = /design/flow/design.v
export SDC_FILE = /design/flow/constraint.sdc
export NUM_CORES = 4
export LEC_CHECK = 1
export CORE_AREA = 10 10 70 70
export DIE_AREA = 0 0 80 80
==> /design/flow/constraint.sdc <==
current_design game_FSM

set clk_period 1.2
set clk_io_pct 0.2

create_clock -name clk0 -period $clk_period [get_ports {clk}]

set non_clock_inputs [all_inputs -no_clocks]
set_input_delay [expr $clk_period * $clk_io_pct] -clock clk0 $non_clock_inputs
set_output_delay [expr $clk_period * $clk_io_pct] -clock clk0 [all_outputs]
==> impl_metrics.csv <==
group,metric,value,unit
timing,finalWorstSetupSlack,-0.0355,ns
power_and_ir_drop,p_per_area,1690,nW/um^2
placement,dp.cells,63,
global_route,grt.total_usage,0.0125,
final_layout,syn_to_final_growth,148,%
synth,syn_area,109,um^2
detailed_routing,drc_errors,0,
floorplan,fp_util,0.0319,
synth,ys_cells,10,
timing,fin_skew,0.00108,ns
detailed_routing,first_iter_violations,10,
setup_path,slowest_delay,0.37,ns
setup_path,ff2ff_path_depth,5,
synth,yosysTopAreaCell,"dfrtp_1",
setup_path,r2r-end,"ff1.Q$_DFF_PP0_",
global_route,grt_pass1_vias,108,
timing,max_freq,809,MHz
floorplan,num_io_pins,7,
flow_run,warnings,28,
synth,avgSynthCellArea,10.9,um^2
flow_run,drv_cap,0,
detailed_routing,wl_per_cell,5.52,um
synth,top_cell_area_share,0.460,
synth,area_leaders,"dfrtp_1, nor2b_4, mux2i_1, a22o_1, and2b_2",
cts,cts_sinks,2,
global_route,grt_pass1_wl,552,um
setup_path,cp_slowest_cell,"dfrtp_1",
cts,cts.htree.levels,1,
power_and_ir_drop,peakVddDrop,217,uV
timing,setup_tns,-0.0355,ns
setup_path,cp_top_family,"flip-flops",
outcome,run_status,"finished, violations left",
outcome,violations,"setup timing",
floorplan,die_x,80,um
timing,rsz0062_at_grt,"true",
synth,xor_share,0,
setup_path,cp_max_fo,2,
setup_path,r2r_start,"ff2.Q$_DFF_PP0_",
detailed_routing,diodes,0,
cts,cts_buffers,3,
synth,ys_types,8,
synth,synth.top_cells.by_count,"dfrtp_1, inv_1",
global_route,grt_max_degree,5,
setup_path,crit_chain,"buf_6 -> and2b_2 -> buf_2",
placement,port_buffers,5,
synth,ys_sh_simple,0.253,
final_layout,final_cells,69,
synth,ys_ff,2,
synth,ys_sh_aoi,0.126,
setup_path,cp-start-kind,"register",
cts,insertion_delay,0.22,ns
cts,cts-root-buf,"clkbuf_4",
synth,synth_seq_share,0.460,
final_layout,layout-drive-gt1-share,0.522,
timing,drv_slew,0,
detailed_routing,postRouteAntennaNets,0,
floorplan,die_y,80,um
synth,async_flop_share,1.00,
setup_path,crit_required,0.96,ns
floorplan,rows,21,
cts,cts_tree,"built",
timing,max_slew_margin,0.899,
setup_path,setup.worst_path.end_class,"output pin",
power_and_ir_drop,power.leakage,0.122,nW
setup_path,crit_type,"register to output pin",
floorplan,core_area,3420,um^2
setup_path,ff2ff_setup_slack,0.13,ns
timing,hold_viol,0,
synth,yosys_area,109,um^2
cts,clockBufferDepth,2,
worst_hold_path,hp-class,"input port to async pin",
synth,edf_count,0,
synth,adder_share,0,
synth,synthTopLogicFamily,"simple AND/OR/NAND/NOR gates",
timing,post-route-min-period,1.24,ns
detailed_routing,drt-total-wl,381,um
timing,setup_viol,1,
placement,place_ws,-0.0904,ns
timing,worst_slew_pin_slew,0.150,ns
synth,synthCells,10,
setup_path,path_buffers,2,
floorplan,die_area,6400,um^2
global_route,antenna_found_initial,0,
setup_path,cp.arrival,1.00,ns
synth,ys_warn_count,1,
power_and_ir_drop,p_total,0.000456,W
synth,ys_dominant_reg_cell,"dfrtp_1",
cts,clk_pin_slew,0.03,ns
detailed_routing,dr_total_vias,113,
detailed_routing,vias_per_cell,1.64,
detailed_routing,dr.pass1.iters,2,
placement,gp_congestion,0.658,
global_route,overflow,0,
synth,mux_area_frac,0.0920,
timing,min_period_over_period,1.03,
## logic make-up after synthesis
group / count (synthesis)
AND-OR/OR-AND: 2
AND/OR/NAND/NOR: 3
buffers and inverters: 2
multiplexers: 1
flip-flops: 2
## through the flow
step	instance area [um^2]	utilization	hold WS (ns)
3_3_place_gp	231	0.0678	0.409
6_report	270	0.0791	0.183
4_1_cts	263	0.0769	0.174
5_1_grt	270	0.0791	0.187
2_1_floorplan	109	-	-0.0188
3_5_place_dp	231	0.0678	0.406
## cells in the final DEF, fill, tap and decap left out
master / Yosys / routed
buf_2: 0 / 2
nor2b_4: 1 / 1
clkdlybuf4s50_1: 0 / 3
buf_6: 0 / 1
inv_1: 2 / 2
mux2i_1: 1 / 1
and2b_2: 1 / 1
a21oi_1: 1 / 1
buf_4: 0 / 4
a22o_1: 1 / 1
dfrtp_1: 2 / 2
clkbuf_4: 0 / 3
nor3_1: 1 / 1
## cell type report
| class | instances | area (um^2) |
|---|---|---|
| Clock buffer | 3 | 22.5 |
| Fill cell | 410 | 3150 |
| Inverter | 2 | 7.51 |
| Multi-Input combinational cell | 6 | 51.3 |
| Sequential cell | 2 | 50.0 |
| Tap cell | 46 | 57.6 |
| Timing Repair Buffer | 10 | 81.3 |
## power by group
group,total [W],internal [W],switching [W]
clock,0.000146,0.000110,0.0000357
sequential,0.000103,0.0000896,0.0000136
combinational,0.000207,0.000144,0.0000626
total,0.000456,0.000344,0.000112
## sequential cells by signal, indices dropped and copies added, names as in the netlist
signal  count
ff2.Q       1
ff1.Q       1
## worst max path at each step
stage	from	end	slack, ns	depth (start not counted)
final	ff2.Q$_DFF_PP0_	change	-0.04	3
after global routing	ff2.Q$_DFF_PP0_	change	-0.08	3
after CTS	ff2.Q$_DFF_PP0_	change	-0.05	3
## worst reg2reg max path, delay by kind of cell (launching register included)
kind | cells | cell delay [ns]
buffers and inverters | 3 | 0.36
AND-OR/OR-AND | 1 | 0.06
flip-flops | 1 | 0.37
AND/OR/NAND/NOR | 1 | 0.16
## routing by layer
metal,track usage,share of wire,up-vias
li1,-,-,60
met4,0.00528,0.010,0
met5,0,0,-
met2,0.0128,0.35,4
met3,0.0182,0.14,2
met1,0.0126,0.50,47
## what timing repair did
| item | CTS | global route |
|---|---|---|
| gates cloned | 0 | 0 |
| pin swaps | 0 | 0 |
| resized | 7 | 0 |
| setup buffers | 2 | 1 |
| hold buffers | 0 | 0 |
| endpoints found under the setup margin | 2 | 2 |
Power figures rest on the tool's default switching activity, not on a simulated workload.
