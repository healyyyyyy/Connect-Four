===== flow/run.sh =====
#!/bin/bash
# OpenROAD 26Q1-2900-gdf79404cd8, Yosys 0.63+post, stock flow scripts
make -C /OpenROAD-flow-scripts/flow DESIGN_CONFIG=/design/flow/config.mk WORK_HOME=/design/flow/orfs finish

===== flow/config.mk =====
export PLATFORM = sky130hd
export DESIGN_NAME = update_and_check_win
export DESIGN_NICKNAME = update_and_check_win
export VERILOG_FILES = /design/flow/design.v
export SDC_FILE = /design/flow/constraint.sdc
export NUM_CORES = 4
export LEC_CHECK = 1
export CORE_UTILIZATION = 50

===== flow/constraint.sdc =====
current_design update_and_check_win

set clk_period 5.8
set clk_io_pct 0.2

create_clock -name clk0 -period $clk_period [get_ports {clk}]

set non_clock_inputs [all_inputs -no_clocks]
set_input_delay [expr $clk_period * $clk_io_pct] -clock clk0 $non_clock_inputs
set_output_delay [expr $clk_period * $clk_io_pct] -clock clk0 [all_outputs]

===== flow/design.v =====
module D_ff(
    input D,
    input clk,
    input reset,
    output reg Q
    );
    always @ (posedge clk or posedge reset) begin
     if(reset==1'b1)begin
        Q = 1'b0; 
     end
     else begin
       Q = D; 
     end
    end 
endmodule
module T_FF(
    input T,
    input clk,
    input reset,
    input enable,
    output reg Q
    );
    always @ (posedge clk or posedge reset) begin
     if(reset==1'b1)begin
        Q = 1'b0; 
     end
     else begin
        if (T == 1'b1 & enable == 1'b1) begin
            Q = ~Q;
        end
        else begin
            Q = Q;
        end 
     end
    end 
endmodule
module cell_check(
    input [1:0] c1,
    input [1:0] c2,
    input [1:0] c3,
    input [1:0] c4,
    output [1:0] win
    );
    wire blue_win;
    wire red_win;
    reg [1:0] win_;
    and g1(red_win, c1[1], c2[1], c3[1], c4[1], c1[0], c2[0], c3[0], c4[0]);
    and g2(blue_win, c1[1], c2[1], c3[1], c4[1], ~c1[0], ~c2[0], ~c3[0], ~c4[0]);
    initial begin
        if (blue_win) begin
            win_ = 2'b10;  
        end
        else if (red_win) begin
            win_ = 2'b11;
        end
        else begin
            win_ = 2'b00;
        end 
    end
    assign win = win_;
endmodule
module cell_fsm(
    input column,
    input cell_,
    input change,
    input player_colour,
    input clk,
    input reset,
    input [1:0] win,
    output [1:0] cell_colour
    );
    wire col_cel_change;
    assign col_cel_change = column & cell_ & change;
    wire D2;
    wire D1;
    assign D2 = col_cel_change | cell_colour[1] | win[1];
    D_ff ff2(D2, clk, reset, cell_colour[1]);
    D_ff ff1(D1, clk, reset, cell_colour[0]);
    assign D1 = (win[1] & win[0]) | (cell_colour[0] & ~win[1]) | (~cell_colour[1] & player_colour & col_cel_change & ~win[1]);
endmodule
module cell_selector(
    input [1:0] F,
    input [1:0] E,
    input [1:0] D,
    input [1:0] C,
    input [1:0] B,
    input [1:0] A,
    output [2:0] X
    );
    assign X[0] = ~F | (~D & E) | (~B & C);
    assign X[1] = (~D & F) | (~A &  B);
    assign X[2] = ~A & D;
endmodule
module column(
    input column_,
    input player_colour,
    input change,
    input [1:0] win,
    input clk,
    input reset,
    output [11:0] column_vector
    );
    wire [2:0] X;
    wire [6:0] O;
    wire [5:0] cell_occupied;
    assign cell_occupied[5] = column_vector[11];
    assign cell_occupied[4] = column_vector[9];
    assign cell_occupied[3] = column_vector[7];
    assign cell_occupied[2] = column_vector[5];
    assign cell_occupied[1] = column_vector[3];
    assign cell_occupied[0] = column_vector[1];
    cell_fsm c0(column_, O[1], change, player_colour, clk, reset, win, column_vector[1:0]);
    cell_fsm c1(column_, O[2], change, player_colour, clk, reset, win, column_vector[3:2]);
    cell_fsm c2(column_, O[3], change, player_colour, clk, reset, win, column_vector[5:4]);
    cell_fsm c3(column_, O[4], change, player_colour, clk, reset, win, column_vector[7:6]);
    cell_fsm c4(column_, O[5], change, player_colour, clk, reset, win, column_vector[9:8]);
    cell_fsm c5(column_, O[6], change, player_colour, clk, reset, win, column_vector[11:10]);
    cell_selector sel(cell_occupied[0], cell_occupied[1], cell_occupied[2], cell_occupied[3], cell_occupied[4], cell_occupied[5], X);
    decoder d1(X, O);
endmodule
module column_choosing_FSM(
    input right,
    input left,
    input reset,
    input clk,
    input sel_column,
    output [2:0] A
    );
    wire t0;
    wire t1;
    wire t2;
    assign t0 = (~A[2] & right & ~left) | (~A[1] & right & ~left) | (A[0] & ~right & left) | (A[1] & ~right & left) | (A[2] & ~right & left);
    assign t1 = (~A[0] & ~right & left) | (A[0] & right & ~left) | (A[2] & A[1] & right & ~left);
    assign t2 = (~A[1] & ~A[0] & ~right & left) | (A[1] & A[0] & right & ~left) | (A[2] & A[1] & right & ~left);
    T_FF tff0(t0, clk, reset, sel_column, A[0]);
    T_FF tff1(t1, clk, reset, sel_column, A[1]);
    T_FF tff2(t2, clk, reset, sel_column, A[2]);
endmodule
module decoder(
    input [2:0] F,
    output [6:0] O
    );
    assign O[0] = ~F[2] & ~F[1] & ~F[0];
    assign O[1] = ~F[2] & ~F[1] & F[0];
    assign O[2] = ~F[2] & F[1] & ~F[0];
    assign O[3] = ~F[2] & F[1] & F[0];
    assign O[4] = F[2] & ~F[1] & ~F[0];
    assign O[5] = F[2] & ~F[1] & F[0];
    assign O[6] = F[2] & F[1] & ~F[0];
endmodule
module matrix(
    input [6:0] O,
    input player_colour,
    input change,
    input clk,
    input reset,
    input [1:0] win,
    output [11:0] col1,
    output [11:0] col2,
    output [11:0] col3,
    output [11:0] col4,
    output [11:0] col5,
    output [11:0] col6,
    output [11:0] col7
    );
    column c1(O[0], player_colour, change, win, clk, reset, col1);
    column c2(O[1], player_colour, change, win, clk, reset, col2);
    column c3(O[2], player_colour, change, win, clk, reset, col3);
    column c4(O[3], player_colour, change, win, clk, reset, col4);
    column c5(O[4], player_colour, change, win, clk, reset, col5);
    column c6(O[5], player_colour, change, win, clk, reset, col6);
    column c7(O[6], player_colour, change, win, clk, reset, col7);
endmodule
module update_and_check_win(
    input player_colour,
    input change,
    input sel_column,
    input right,
    input left,
    input clk,
    input reset,
    output [1:0] win,
    output [11:0] col1,
    output [11:0] col2,
    output [11:0] col3,
    output [11:0] col4,
    output [11:0] col5,
    output [11:0] col6,
    output [11:0] col7,
    output [2:0] A
    );
    wire [6:0] O;
    column_choosing_FSM FSM(right, left, reset, clk, sel_column, A);
    decoder d2(A, O);
    matrix m(O, player_colour, change, clk, reset, win, col1, col2, col3, col4, col5, col6, col7);
    win_check wc(col1, col2, col3, col4, col5, col6, col7, clk, win);
endmodule
module win_check(
    input [11:0] col1,
    input [11:0] col2,
    input [11:0] col3,
    input [11:0] col4,
    input [11:0] col5,
    input [11:0] col6,
    input [11:0] col7,
    input clk,
    output [1:0]win
    );
    wire [1:0] win_c [68:0];
    reg [1:0] m_ [41:0];
    always @ (*) begin
        m_[0] = col1[1:0];
        m_[1] = col1[3:2];
        m_[2] = col1[5:4];
        m_[3] = col1[7:6];
        m_[4] = col1[9:8];
        m_[5] = col1[11:10];
        m_[6] = col2[1:0];
        m_[7] = col2[3:2];
        m_[8] = col2[5:4];
        m_[9] = col2[7:6];
        m_[10] = col2[9:8];
        m_[11] = col2[11:10];
        m_[12] = col3[1:0];
        m_[13] = col3[3:2];
        m_[14] = col3[5:4];
        m_[15] = col3[7:6];
        m_[16] = col3[9:8];
        m_[17] = col3[11:10];
        m_[18] = col4[1:0];
        m_[19] = col4[3:2];
        m_[20] = col4[5:4];
        m_[21] = col4[7:6];
        m_[22] = col4[9:8];
        m_[23] = col4[11:10];
        m_[24] = col5[1:0];
        m_[25] = col5[3:2];
        m_[26] = col5[5:4];
        m_[27] = col5[7:6];
        m_[28] = col5[9:8];
        m_[29] = col5[11:10];
        m_[30] = col6[1:0];
        m_[31] = col6[3:2];
        m_[32] = col6[5:4];
        m_[33] = col6[7:6];
        m_[34] = col6[9:8];
        m_[35] = col6[11:10];
        m_[36] = col7[1:0];
        m_[37] = col7[3:2];
        m_[38] = col7[5:4];
        m_[39] = col7[7:6];
        m_[40] = col7[9:8];
        m_[41] = col7[11:10];
    end
    cell_check m0(m_[0], m_[1], m_[2], m_[3], win_c[0]);
    cell_check m1(m_[1], m_[2], m_[3], m_[4], win_c[1]);
    cell_check m2(m_[2], m_[3], m_[4], m_[5], win_c[2]);
    cell_check m3(m_[6], m_[7], m_[8], m_[9], win_c[3]);
    cell_check m4(m_[7], m_[8], m_[9], m_[10], win_c[4]);
    cell_check m5(m_[8], m_[9], m_[10], m_[11], win_c[5]);
    cell_check m6(m_[12], m_[13], m_[14], m_[15], win_c[6]);
    cell_check m7(m_[13], m_[14], m_[15], m_[16], win_c[7]);
    cell_check m8(m_[14], m_[15], m_[16], m_[17], win_c[8]);
    cell_check m9(m_[18], m_[19], m_[20], m_[21], win_c[9]);
    cell_check m10(m_[19], m_[20], m_[21], m_[22], win_c[10]);
    cell_check m11(m_[20], m_[21], m_[22], m_[23], win_c[11]);
    cell_check m12(m_[24], m_[25], m_[26], m_[27], win_c[12]);
    cell_check m13(m_[25], m_[26], m_[27], m_[28], win_c[13]);
    cell_check m14(m_[26], m_[27], m_[28], m_[29], win_c[14]);
    cell_check m15(m_[30], m_[31], m_[32], m_[33], win_c[15]);
    cell_check m16(m_[31], m_[32], m_[33], m_[34], win_c[16]);
    cell_check m17(m_[32], m_[33], m_[34], m_[35], win_c[17]);
    cell_check m18(m_[36], m_[37], m_[38], m_[39], win_c[18]);
    cell_check m19(m_[37], m_[38], m_[39], m_[40], win_c[19]);
    cell_check m20(m_[38], m_[39], m_[40], m_[41], win_c[20]);
    cell_check m21(m_[0], m_[6], m_[12], m_[18], win_c[21]);
    cell_check m22(m_[6], m_[12], m_[18], m_[24], win_c[22]);
    cell_check m23(m_[12], m_[18], m_[24], m_[30], win_c[23]);
    cell_check m24(m_[18], m_[24], m_[30], m_[36], win_c[24]); 
    cell_check m25(m_[1], m_[7], m_[13], m_[19], win_c[25]);
    cell_check m26(m_[7], m_[13], m_[19], m_[25], win_c[26]);
    cell_check m27(m_[13], m_[19], m_[25], m_[31], win_c[27]);
    cell_check m28(m_[19], m_[25], m_[31], m_[37], win_c[28]); 
    cell_check m29(m_[2], m_[8], m_[14], m_[20], win_c[29]);
    cell_check m30(m_[8], m_[14], m_[20], m_[26], win_c[30]);
    cell_check m31(m_[14], m_[20], m_[26], m_[32], win_c[31]);
    cell_check m32(m_[20], m_[26], m_[23], m_[38], win_c[32]); 
    cell_check m33(m_[3], m_[9], m_[15], m_[21], win_c[33]);
    cell_check m34(m_[9], m_[15], m_[21], m_[27], win_c[34]);
    cell_check m35(m_[15], m_[21], m_[27], m_[33], win_c[35]);
    cell_check m36(m_[21], m_[27], m_[33], m_[39], win_c[36]); 
    cell_check m37(m_[4], m_[10], m_[16], m_[22], win_c[37]);
    cell_check m38(m_[10], m_[16], m_[22], m_[28], win_c[38]);
    cell_check m39(m_[16], m_[22], m_[28], m_[34], win_c[39]);
    cell_check m40(m_[22], m_[28], m_[34], m_[40], win_c[40]); 
    cell_check m41(m_[5], m_[11], m_[17], m_[23], win_c[41]);
    cell_check m42(m_[11], m_[17], m_[23], m_[29], win_c[42]);
    cell_check m43(m_[17], m_[23], m_[29], m_[35], win_c[43]);
    cell_check m44(m_[23], m_[29], m_[35], m_[41], win_c[44]);
    cell_check m45(m_[2], m_[9], m_[16], m_[23], win_c[45]);
    cell_check m46(m_[1], m_[8], m_[15], m_[22], win_c[46]);
    cell_check m47(m_[8], m_[15], m_[22], m_[29], win_c[47]);
    cell_check m48(m_[0], m_[7], m_[14], m_[21], win_c[48]);
    cell_check m49(m_[7], m_[14], m_[21], m_[28], win_c[49]);
    cell_check m50(m_[14], m_[21], m_[28], m_[35], win_c[50]);
    cell_check m51(m_[6], m_[13], m_[20], m_[27], win_c[51]);
    cell_check m52(m_[13], m_[20], m_[27], m_[34], win_c[52]);
    cell_check m53(m_[20], m_[27], m_[34], m_[41], win_c[53]);
    cell_check m54(m_[12], m_[19], m_[26], m_[33], win_c[54]);
    cell_check m55(m_[19], m_[26], m_[33], m_[40], win_c[55]);
    cell_check m56(m_[18], m_[25], m_[32], m_[39], win_c[56]); 
    cell_check m57(m_[3], m_[8], m_[13], m_[18], win_c[57]);
    cell_check m58(m_[4], m_[9], m_[14], m_[19], win_c[58]);
    cell_check m59(m_[9], m_[14], m_[19], m_[24], win_c[59]);
    cell_check m60(m_[5], m_[10], m_[15], m_[20], win_c[60]);
    cell_check m61(m_[10], m_[15], m_[20], m_[25], win_c[61]);
    cell_check m62(m_[15], m_[20], m_[25], m_[30], win_c[62]);
    cell_check m63(m_[11], m_[16], m_[21], m_[26], win_c[63]);
    cell_check m64(m_[16], m_[21], m_[26], m_[31], win_c[64]);
    cell_check m65(m_[21], m_[26], m_[31], m_[36], win_c[65]);
    cell_check m66(m_[17], m_[22], m_[27], m_[32], win_c[66]);
    cell_check m67(m_[22], m_[27], m_[32], m_[37], win_c[67]);
    cell_check m68(m_[23], m_[28], m_[33], m_[38], win_c[68]);
    assign win[0] = win_c[0][0] || 
                    win_c[1][0] || 
                    win_c[2][0] || 
                    win_c[3][0] || 
                    win_c[4][0] || 
                    win_c[5][0] || 
                    win_c[6][0] || 
                    win_c[7][0] || 
                    win_c[8][0] || 
                    win_c[9][0] || 
                    win_c[10][0] || 
                    win_c[11][0] || 
                    win_c[12][0] || 
                    win_c[13][0] || 
                    win_c[14][0] || 
                    win_c[15][0] || 
                    win_c[16][0] || 
                    win_c[17][0] || 
                    win_c[18][0] || 
                    win_c[19][0] || 
                    win_c[20][0] || 
                    win_c[21][0] || 
                    win_c[22][0] || 
                    win_c[23][0] || 
                    win_c[24][0] || 
                    win_c[25][0] || 
                    win_c[26][0] || 
                    win_c[27][0] || 
                    win_c[28][0] || 
                    win_c[29][0] || 
                    win_c[30][0] || 
                    win_c[31][0] || 
                    win_c[32][0] || 
                    win_c[33][0] || 
                    win_c[34][0] || 
                    win_c[35][0] || 
                    win_c[36][0] || 
                    win_c[37][0] || 
                    win_c[38][0] || 
                    win_c[39][0] || 
                    win_c[40][0] || 
                    win_c[41][0] || 
                    win_c[42][0] || 
                    win_c[43][0] || 
                    win_c[44][0] || 
                    win_c[45][0] || 
                    win_c[46][0] || 
                    win_c[47][0] || 
                    win_c[48][0] || 
                    win_c[49][0] || 
                    win_c[50][0] || 
                    win_c[51][0] || 
                    win_c[52][0] || 
                    win_c[53][0] || 
                    win_c[54][0] || 
                    win_c[55][0] || 
                    win_c[56][0] || 
                    win_c[57][0] || 
                    win_c[58][0] || 
                    win_c[59][0] || 
                    win_c[60][0] || 
                    win_c[61][0] || 
                    win_c[62][0] || 
                    win_c[63][0] || 
                    win_c[64][0] || 
                    win_c[65][0] || 
                    win_c[66][0] || 
                    win_c[67][0] || 
                    win_c[68][0];
    assign win[1] = win_c[0][1] || 
                    win_c[1][1] || 
                    win_c[2][1] || 
                    win_c[3][1] || 
                    win_c[4][1] || 
                    win_c[5][1] || 
                    win_c[6][1] || 
                    win_c[7][1] || 
                    win_c[8][1] || 
                    win_c[9][1] || 
                    win_c[10][1] || 
                    win_c[11][1] || 
                    win_c[12][1] || 
                    win_c[13][1] || 
                    win_c[14][1] || 
                    win_c[15][1] || 
                    win_c[16][1] || 
                    win_c[17][1] || 
                    win_c[18][1] || 
                    win_c[19][1] || 
                    win_c[20][1] || 
                    win_c[21][1] || 
                    win_c[22][1] || 
                    win_c[23][1] || 
                    win_c[24][1] || 
                    win_c[25][1] || 
                    win_c[26][1] || 
                    win_c[27][1] || 
                    win_c[28][1] || 
                    win_c[29][1] || 
                    win_c[30][1] || 
                    win_c[31][1] || 
                    win_c[32][1] || 
                    win_c[33][1] || 
                    win_c[34][1] || 
                    win_c[35][1] || 
                    win_c[36][1] || 
                    win_c[37][1] || 
                    win_c[38][1] || 
                    win_c[39][1] || 
                    win_c[40][1] || 
                    win_c[41][1] || 
                    win_c[42][1] || 
                    win_c[43][1] || 
                    win_c[44][1] || 
                    win_c[45][1] || 
                    win_c[46][1] || 
                    win_c[47][1] || 
                    win_c[48][1] || 
                    win_c[49][1] || 
                    win_c[50][1] || 
                    win_c[51][1] || 
                    win_c[52][1] || 
                    win_c[53][1] || 
                    win_c[54][1] || 
                    win_c[55][1] || 
                    win_c[56][1] || 
                    win_c[57][1] || 
                    win_c[58][1] || 
                    win_c[59][1] || 
                    win_c[60][1] || 
                    win_c[61][1] || 
                    win_c[62][1] || 
                    win_c[63][1] || 
                    win_c[64][1] || 
                    win_c[65][1] || 
                    win_c[66][1] || 
                    win_c[67][1] || 
                    win_c[68][1];
endmodule

==> impl_metrics.json <==
{
  "startpoint_type": "register",
  "std_cell_rows": 42,
  "viasPerCell": 7.266,
  "crit_fanout": 43,
  "ctsRootBufferMaster": "clkbuf_16",
  "numClockSinks": 87,
  "grt-ovfl-total": 0,
  "dr.pass1.iters": 5,
  "layout_top_cells": "clkdlybuf4s50_1, dfrtp_1, nand2_1",
  "utilization": 0.5559,
  "clockBufferDepth": 2,
  "lay_top_count": "clkdlybuf4s50_1",
  "yosysWarnings": 12,
  "placed_cells": 988,
  "finalSetupViolCount": 0,
  "die_h_um": 119.1,
  "outcome": "finished, final reports clean",
  "pin_count": 96,
  "dp_hpwl_um": 18480,
  "chipArea_um2": 14190,
  "rrSetupSlack_ns": 2.33,
  "finalInstanceArea_um2": 7391,
  "syn_area_per_cell_um2": 7.858,
  "crit_family": "simple AND/OR/NAND/NOR gates",
  "top_area_cell": "dfrtp_1",
  "drive_above_1_share": 0.03382,
  "grt_max_degree": 47,
  "ys_cells": 873,
  "peakVddDrop_mv": 0.1921,
  "final.fill_count": 1208,
  "routed-via-count": 7295,
  "crit_path_end_kind": "primary output",
  "final_cell_count_no_fill": 1004,
  "antenna_left": 0,
  "p_clk_frac": 0.428,
  "topCellsByArea": "dfrtp_1, buf_4, nand4_1",
  "finalCriticalPeriod_ns": 5.148,
  "routed_wl_um": 26430,
  "min_path_type": "register to register",
  "place_congestion": 1.144,
  "post_cts_buffers": 0,
  "synthArstFlopShare": 1.000,
  "postSynthSeqShare": 0.3173,
  "portBuffers": 95,
  "diodes": 0,
  "die_w_um": 119.1,
  "grt_pass1_vias": 6840,
  "leakage_uw": 0.003161,
  "clk_pin_slew_worst_paths_ns": 0.07,
  "worst_pin_slew_ns": 0.8430,
  "clock_latency_ns": 0.36,
  "period_used_share": 0.8875,
  "grt_pass1_wl_um": 40650,
  "fin_skew_ns": 0.005336,
  "fmaxAchievable_mhz": 194.3,
  "yosys.area.top_type_share": 0.3173,
  "synth_area_um2": 6860,
  "htreeDepth": 3,
  "cts-resized-gates": 0,
  "rsz0062_at_grt": "no",
  "switching_share": 0.2713,
  "cts_tree": "built",
  "ys.flop_type": "dfrtp_1",
  "fin_tns_setup_ns": 0,
  "power.switching_uw": 373.7,
  "cp.depth": 9,
  "holdBufCountCts": 0,
  "hold_depth": 2,
  "drv_slew": 0,
  "antenna_found_initial": 0,
  "areaGrowthSynthToFinish_pct": 7.733,
  "routedWlPerCell_um": 26.32,
  "core_area_um2": 13300,
  "synth_cell_types": 49,
  "cts_inserted_buffers": 9,
  "worstPathRequired_ns": 4.64,
  "cellInternalPower_uw": 1004,
  "hold_viol_final": 0,
  "critPathBufInv": 3,
  "route.detailed.drc": 0,
  "edf_count": 0,
  "openroad.warnings": 27,
  "fp_util": 0.5160,
  "cp_slowest_cell": "a311oi_1",
  "pwr_density_cell_nw_per_um2": 186.4,
  "critical_path_class": "register to primary output",
  "numSynthFlops": 87,
  "hold_slack_ns": 0.5976,
  "power_frac_comb": 0.092,
  "path_cells": "nand4_1 > nor2_1 > nor4_1 > o2111ai_1 > a311oi_1 > and3_1 > buf_4 > inv_1 > clkdlybuf4s50_1",
  "synth_cells": 873,
  "cpPeakStageDelay_ns": 0.67,
  "grt_usage": 0.3904,
  "ys_area_um2": 6860,
  "seqPwrFrac": 0.480,
  "slew_headroom": 0.4368,
  "ff2ff_path_depth": 8,
  "drtIter0Drc": 883,
  "place_area_um2": 7092,
  "arrival_ns": 3.99,
  "maxCapViolations": 0
}
-- metrics by stage --
| step | total power (uW) | setup slack (ns) |
|---|---|---|
| detailed placement | 797.0 | 1.373 |
| CTS | 1382 | 0.9474 |
| floorplan | 746.1 | 2.390 |
| global route | 1427 | 0.5849 |
| global placement | 793.5 | 1.225 |
| finish | 1378 | 0.6523 |
-- worst register-to-register path, stage by stage (launching register included) --
cell       delay (ns)
dfrtp_1          0.60
nand4_1          0.26
nor2_1           0.06
nor4_1           0.64
o2111ai_1        0.23
a311oi_1         0.67
nand4_2          0.13
buf_4            0.32
or3_1            0.43
-- final cells by class --
class / count / area [um2] / share of cell area
sequential: 87 / 2177 / 0.2946
timing repair buffer: 101 / 996.0 / 0.1348
inverter: 30 / 113.9 / 0.01541
clock buffer: 10 / 229.0 / 0.03098
multi-input combinational: 594 / 3585 / 0.4850
tap: 176 / 220.2 / 0.02980
clock inverter: 6 / 70.07 / 0.009480
-- kinds of logic (layout without fill, tap and decap cells) --
| family | Yosys count | after routing | share of synthesized area |
|---|---|---|---|
| AND/OR/NAND/NOR | 379 | 379 | 0.3115 |
| AND-OR/OR-AND | 215 | 215 | 0.2110 |
| buffers and inverters | 192 | 147 | 0.1601 |
| flip-flops | 87 | 87 | 0.3173 |
-- power by group through the flow --
stage	logic, uW	clock network [uW]	registers [uW]
CTS	126	595	661
global route	141	621	665
finish	127	590	661
-- final timing paths --
kind                                 end           from
max                               win[0]  m.c4.c0.ff2.Q
min                        m.c1.c4.ff1.Q  m.c1.c4.ff1.Q
max reg2reg                m.c1.c0.ff2.Q  m.c4.c0.ff2.Q
min reg2reg                m.c1.c4.ff1.Q  m.c1.c4.ff1.Q
max in group asynchronous  m.c3.c1.ff1.Q          reset
min in group asynchronous     FSM.tff0.Q          reset
-- layer usage --
metal	vias to the layer above	track usage	routed length [um]
li1	3097	-	-
met1	3475	0.5625	10550
met2	606	0.5374	10970
met3	115	0.1541	3636
met4	2	0.1400	1218
met5	-	0.02941	52
-- cells in the mapped netlist, drive strengths merged (33+ instances only) --
library cell,number
clkbuf,46
nor3,34
nor4,45
nand4,60
a211o,33
dfrtp,87
nand2,64
buf,116
nor2,42
nand2b,37
a21oi,37
o21ai,58
Power figures rest on the tool's default switching activity, not on a simulated workload.
